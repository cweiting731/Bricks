**flow/design.v**
```verilog
module VGAdisplay (
    input clock,
    input reset,
    input [191:0] data,
    output hSync,
    output vSync,
    output reg [3:0] r,
    output reg [3:0] g,
    output reg [3:0] b
);
parameter H_SYNC_PULSE = 96,
          H_BACK_PORCH = 48,
          H_ACTIVE_TIME = 640,
          H_FRONT_PORCH = 16,
          H_LINE_PERIOD = 800;
parameter V_SYNC_PAUSE = 2,
          V_BACK_PORCH = 33,
          V_ACTIVE_TIME = 480,
          V_FRONT_PORCH = 10,
          V_FRAME_PERIOD = 525;
reg clk_25MHz;
always @(posedge clock)
begin
    begin
        clk_25MHz <= ~clk_25MHz;
    end
end
reg [11:0] h_count;
always @(posedge clk_25MHz)
begin
    if(h_count == H_LINE_PERIOD - 1)
    begin
        h_count <= 12'd0;
    end
    else
    begin
        h_count <= h_count + 12'd1;
    end
end
assign hSync = (h_count < H_SYNC_PULSE) ? 1'b0 : 1'b1;
reg [11:0] v_count;
always @(posedge clk_25MHz)
begin
    if(v_count == V_FRAME_PERIOD - 1)
    begin
        v_count <= 12'd0;
    end
    else if(h_count ==  H_LINE_PERIOD - 1)
    begin
        v_count <= v_count + 1'b1;
    end
    else
    begin
        v_count <= v_count;
    end
end
assign vSync = (v_count < V_SYNC_PAUSE) ? 1'b0 : 1'b1;
wire active_flag;
assign active_flag = (h_count >= (H_SYNC_PULSE + H_BACK_PORCH)) &&
                     (h_count < (H_SYNC_PULSE + H_BACK_PORCH + H_ACTIVE_TIME)) &&
                     (v_count >= (V_SYNC_PAUSE + V_BACK_PORCH)) &&
                     (v_count < (V_SYNC_PAUSE + V_BACK_PORCH + V_ACTIVE_TIME));
reg [11:0] RGBcomponent;     
reg [18:0] pixelCount;
always @(posedge clk_25MHz)
begin
    if(active_flag)
    begin
        if(pixelCount == 19'd307199)
        begin
            pixelCount <= 19'd0;
        end
        else
        begin
            pixelCount <= pixelCount + 19'd1;
        end
        RGBcomponent[11:8] <= {4{data[(((307199-pixelCount)%H_ACTIVE_TIME)*16)/640+((((307199-pixelCount)/H_ACTIVE_TIME)*12)/480)*16]}};
        RGBcomponent[7:4]  <= {4{data[(((307199-pixelCount)%H_ACTIVE_TIME)*16)/640+((((307199-pixelCount)/H_ACTIVE_TIME)*12)/480)*16]}};
        RGBcomponent[3:0]  <= {4{data[(((307199-pixelCount)%H_ACTIVE_TIME)*16)/640+((((307199-pixelCount)/H_ACTIVE_TIME)*12)/480)*16]}};
    end
    else
    begin
        RGBcomponent[11:8] <= 4'b0000;
        RGBcomponent[7:4]  <= 4'b0000;
        RGBcomponent[3:0]  <= 4'b0000;
    end
end
always @(posedge clk_25MHz)
begin
    if(active_flag)
    begin
        r <= RGBcomponent[11:8];
        g <= RGBcomponent[7:4];
        b <= RGBcomponent[3:0];
    end
    else
    begin
        r <= 4'b0000;
        g <= 4'b0000;
        b <= 4'b0000;
    end
end
endmodule
module VGAtest (
    input clock,
    input reset,
    output hSync,
    output vSync,
    output [3:0] r,
    output [3:0] g,
    output [3:0] b
);
reg [191:0] data;
reg clk20Hz;
reg [31:0] counter2Hz;
always @(posedge clock or negedge reset)
begin
    if(!reset)
    begin
        clk20Hz <= 1'b0;
        counter2Hz <= 32'b0;
    end
    else
    begin
        if(counter2Hz == 32'd1250000)
        begin
            counter2Hz <= 32'd0;
            clk20Hz <= ~clk20Hz;
        end
        else
        begin
            counter2Hz <= counter2Hz + 32'd1;
        end
    end
end
reg [7:0] index;
always @(posedge clk20Hz or negedge reset)
begin
    if(!reset)
    begin
        data <= 192'b0;
        index <= 8'b0;
    end
    else
    begin
        if(index == 8'd192)
        begin
            index <= 8'b0;
            data <= 192'b0;
        end
        else
        begin
            data[index] <= 1'b1;
            index <= index + 8'b1;
        end
    end
end
VGAdisplay vga(
    .clock(clock),
    .reset(reset),
    .data(data),
    .hSync(hSync),
    .vSync(vSync),
    .r(r),
    .g(g),
    .b(b)
);
endmodule
```
**flow/run.sh**
```bash
#!/bin/bash
# OpenROAD 26Q1-2900-gdf79404cd8, Yosys 0.63+post, stock flow scripts
make -C /OpenROAD-flow-scripts/flow DESIGN_CONFIG=/design/flow/config.mk WORK_HOME=/design/flow/orfs finish
```
**flow/config.mk**
```make
export PLATFORM = sky130hd
export DESIGN_NAME = VGAtest
export DESIGN_NICKNAME = VGAtest
export VERILOG_FILES = /design/flow/design.v
export SDC_FILE = /design/flow/constraint.sdc
export NUM_CORES = 4
export LEC_CHECK = 1
export CORE_UTILIZATION = 40
```
**flow/constraint.sdc**
```tcl
current_design VGAtest

set clk_period 8.2
set clk_io_pct 0.2

create_clock -name clk0 -period $clk_period [get_ports {clock}]

set non_clock_inputs [all_inputs -no_clocks]
set_input_delay [expr $clk_period * $clk_io_pct] -clock clk0 $non_clock_inputs
set_output_delay [expr $clk_period * $clk_io_pct] -clock clk0 [all_outputs]
```
==> Changelog: implementation <==
### Metrics

- Status: complete, no violations
- Crit Path Category: flop to flop
- Min-delay src: vga.clk_25MHz
- Ys flops: 279
- Switching share of power: 50.77%
- CTS Hold Buffers Added: 0
- DR vias/cell: 5.895
- Crit-path max FO: 5
- Number of unconstrained endpoints: around 280
- Psw: a little under 0.0008 W
- Die width: roughly 220 um
- Worst slack at placement: approximately 6 ns
- CTS clock-pin slew for the worst setup and hold paths: 0.05 ns
- Clk pwr share: ~16%
- RSZ-0062 raised after global routing: no
- Height of the die: 222.7 um
- DR pass1 iterations: 6
- Fillers: 4587
- Rows: 80
- Total CTS buffers: 5
- Final Skew: 0.005482 ns
- Inserted Diodes: 0
- Chip area in the Yosys report: 19480 sq um
- Synth Area in Simple Gates: 19.95%
- Post-Syn Instances: 2293
- Logic pwr share: 73.2%
- Final number of hold-violating endpoints: 0
- Post-synth ARST share: 83.51%
- Floorplan utilization: 40.71%
- Post-route design area: 20370 sq um
- FF-to-FF path depth: 7
- Aoi share: 24.93%
- Unique cell types: 120
- Overall routing resource usage: 20.02%
- Setup slack after layout: 6.060 ns
- Setup Buffers After CTS: 0
- Max Root-Sink Buffers: 2
- Post-synth mux share: 6.283%
- Root Buffer: clkbuf_16
- Tmin final: 2.140 ns
- Synthesis warning total: 2
- Leakage: 8.169 nW
- Area grow syn2layout: 4.580%
- Comb area leader: AND-OR/OR-AND gates
- Post-Synth XOR/XNOR Area: between 5 and 6%
- Largest net degree at the start of global routing: 85
- VDD IR max: roughly 0.18 mV
- Final core utilization: 42.57%
- Iter 0 DRT Violations: 1413
- Routed wire length: 48230 um
- Routed via count: about 17000
- Maxcap violations: 0
- IO Port Bufs: 15
- Syn avg cell area: between 8 and 9 sq um
- Relative slew slack: 34.72%
- Register share after synthesis: between 30% and 40%
- Setup crit end kind: flop
- Worst-Skew Late Latency: ~0.27 ns
- Reg-to-Reg End: counter2Hz[29]
- Worst Tran Pin Value: between 0.9 and 1 ns
- IO Count: 16
- Max Freq: 0.4673 GHz
- Total grt overflow: 0
- Hold/Removal Path Class: flop to flop
- Post-synth EDFFs: 19
- H-tree depth: 2
- Dpl cell area: 20180 sq um
- Cts repair resizes: 0
- Critical Path RT: ~8.4 ns
- Reg-to-Reg Start: counter2Hz[2]
- Power Internal: 0.0007539 W
- Endpoints failing setup: 0
- Synthesized area: between 15000 and 20000 sq um
- Register share of total power: ~11%
- Finished Layout Cells: 2844
- Share of cells above drive strength 1: 6.415%
- Pwr Density: 75.17 nW/um^2
- Register pins left without a clock: 245
- Critical Path Source Type: flop
- Worst Setup EP: counter2Hz[29]
- First-pass GRT wire length: 80980 um
- Core ar.: 47850 sq um
- Worst setup startpoint: counter2Hz[2]
- Die ar.: 49580 sq um
- CTS tree: done
- Dpl cells: approximately 2800
- Vias in the first global route: approximately 16000
- Hold path cells: 1
- Adder share: 3.205%
- Top Layout Cells: nor2_1, a21oi_1, dfrtp_1
- Post-Route Setup TNS: 0 ns
- Most frequent logic cell in the layout: nor2_1
- OpenROAD warning count: 40
- Antenna-violating nets left: 0
- Commonest flop: dfrtp_1
- Max-slew violation count: 0
- Final Cycle Share: 26.09%
- R2r setup slk: 6.06 ns
- RePlAce Congestion: around 0.9
- WP data arrival: 2.30 ns
- Number of cells in Yosys stat: 2293
- # DRC: 0
- DR WL/cell: between 15 and 20 um
- Initial antenna violation count: 0
- Detailed placement HPWL: ~34000 um
## metrics by stage
step                      hold slack, ns  total power (W)
after detailed placement          0.3685         0.001273
after floorplan                   0.4429         0.001019
after global routing              0.4017         0.001655
after CTS                         0.3811         0.001524
final                             0.3809         0.001531
after global placement            0.3647         0.001266
## layout make-up
| cell class | count | area (sq um) | share of cell area (%) |
|---|---|---|---|
| Sequential cell | 279 | 6945 | 34.10 |
| Inverter | 50 | 187.7 | 0.9214 |
| Tap cell | 615 | 769.5 | 3.778 |
| Timing Repair Buffer | 56 | 462.9 | 2.273 |
| Multi-Input combinational cell | 1836 | 11810 | 57.98 |
| Clock buffer | 5 | 125.1 | 0.6143 |
| Clock inverter | 3 | 68.82 | 0.3378 |
## power groups by stage
stage | sequential [W] | clock, W | combinational [W]
CTS | 0.000167 | 0.000247 | 0.00111
finish | 0.000167 | 0.000243 | 0.00112
global route | 0.000167 | 0.000255 | 0.00123
## cells in the mapped netlist (27+ instances only)
| cell | count | share of area (%) |
|---|---|---|
| nor3_1 | 56 | 1.4 |
| a31oi_1 | 50 | 1.6 |
| and3_1 | 29 | 0.93 |
| nor2_1 | 354 | 6.8 |
| mux2_2 | 31 | 1.8 |
| a21oi_1 | 246 | 6.3 |
| a21o_1 | 28 | 1.1 |
| dfxtp_1 | 27 | 2.8 |
| nand3_1 | 77 | 2.0 |
| clkbuf_1 | 95 | 1.8 |
| o21ai_0 | 57 | 1.5 |
| ha_1 | 45 | 2.9 |
| buf_2 | 28 | 0.72 |
| xnor2_1 | 87 | 3.9 |
| xor2_1 | 38 | 1.7 |
| nand2_1 | 131 | 2.5 |
| a211oi_1 | 40 | 1.5 |
| mux2i_1 | 84 | 4.3 |
| inv_1 | 47 | 0.91 |
| dfrtp_1 | 233 | 30 |
## state kept, by name, indices dropped and copies added (netlist names)
name,flops
index,8
clk20Hz,1
vga.h_count,12
vga.RGBcomponent,1
vga.v_count,12
counter2Hz,32
vga.clk_25MHz,1
vga.g,1
vga.pixelCount,19
data,192
## kinds of logic (layout without fill, tap and decap cells)
kind of cell | Yosys count | in the layout
adder cells (fa/ha/maj) | 49 | 49
AND/OR/NAND/NOR | 824 | 824
buffers and inverters | 195 | 114
other | 1 | 18
flip-flops | 279 | 279
AND-OR/OR-AND | 702 | 702
XOR/XNOR | 126 | 126
multiplexers | 117 | 117
## per-layer routing
metal / vias up / global-route usage [%] / share of wire, %
met1: 8089 / 31.44 / 49
met4: 0 / 1.669 / 0.77
met3: 33 / 2.348 / 4.5
li1: 8253 / - / -
met2: 390 / 31.67 / 46
met5: - / 0 / 0
## critical path, stage by stage, from the launching register on
cell	delay [ns]
dfrtp_1	0.42
and3_1	0.20
and3_1	0.23
nand3_1	0.22
or3_1	0.43
nor2_1	0.25
nand3_1	0.14
xnor2_1	0.14
## how the worst min path moves through the flow
stage               end  slack (ns)
4_1_cts   vga.clk_25MHz        0.38
6_report  vga.clk_25MHz        0.38
5_1_grt   vga.clk_25MHz        0.40
No activity file was given, so power comes from the tool's default toggle rates.
